[design.v]
module ram_2port(
 input                   rst_i,
 input                   clk_wr_i,
 input                   wr_en_i,
 input [7:0]             wr_addr_i,
 input [31:0]            wr_data_i,
 input                   clk_rd_i,	
 input                   rd_en_i,
 input [7:0]             rd_addr_i,	 
 output[31:0]            rd_data_o
);
 reg [31:0]		bram[255:0];    
 integer	   	i;           
 reg [31:0]		rd_addr_reg;
always @(posedge clk_wr_i or posedge rst_i)
    begin
       if (rst_i)   begin
           for(i=0;i<=255;i=i+1)  
           bram[i] <= 32'b0;
         end
       else 
		 if (wr_en_i) begin          
           bram[wr_addr_i] <= wr_data_i;
       end
    end
always @(posedge clk_rd_i)
		 if (rd_en_i) begin
           rd_addr_reg <= rd_addr_i;
       end	 
assign rd_data_o = rd_en_i? bram[rd_addr_reg] : 32'bz;  
endmodule
[run.sh]
#!/bin/bash
# OpenROAD 26Q1-2900-gdf79404cd8, Yosys 0.63+post, stock flow scripts
make -C /OpenROAD-flow-scripts/flow DESIGN_CONFIG=/design/flow/config.mk WORK_HOME=/design/flow/orfs finish
[config.mk]
export PLATFORM = sky130hd
export DESIGN_NAME = ram_2port
export DESIGN_NICKNAME = ram_2port
export VERILOG_FILES = /design/flow/design.v
export SDC_FILE = /design/flow/constraint.sdc
export NUM_CORES = 4
export LEC_CHECK = 1
export CORE_UTILIZATION = 40
[constraint.sdc]
current_design ram_2port

set clk_period 6.2
set clk_io_pct 0.2

create_clock -name clk0 -period $clk_period [get_ports {clk_rd_i}]
create_clock -name clk1 -period $clk_period [get_ports {clk_wr_i}]

set non_clock_inputs [all_inputs -no_clocks]
set_input_delay [expr $clk_period * $clk_io_pct] -clock clk0 $non_clock_inputs
set_output_delay [expr $clk_period * $clk_io_pct] -clock clk0 [all_outputs]
==> Slide: Implementation Results <==
Flow Results at a Glance

Outcome
  • Status: aborted with a tool error
  • Stage at which the flow ended: global routing
  • Error Message: [ERROR GRT-0116] Global routing finished with congestion. Check the congestion regions in the DRC Viewer.

Placed design
  • Detailed placement HPWL: about 2100000 µm
  • Placed instance area: 403000 µm²
  • Cell total after placement: approximately 39k
  • Input/output buffers: 83
  • Global placer's final weighted congestion: ~1.2

CTS
  • Sinks on the clock net: 8200

Final timing
  • Worst setup endpoint GRT: rd_data_o[18]
  • Worst endpoint type: top-level output

Synth
  • Cell Area, Synth: 359000 µm²
  • Fraction of the yosys area taken by sequential cells: a little under three fifths
  • Post-synthesis area per instance: approximately 13 µm²
  • Number of distinct library cells after synthesis: ~70
  • Largest area contributor in the synthesized netlist: dfrtp_1
  • Synthesized netlist cell count: approximately 27k
  • Number of storage elements in the synthesis netlist: between 8k and 9k
  • Most area-consuming cells after synthesis: dfrtp_1 57%, mux2_2 26%, a22oi_1 5.2%
  • Count of flip-flops with a built-in enable after synthesis: 8
  • Share of the synthesized area in the top cell type: a little under three fifths
  • Count of yosys warnings during synthesis: 3
  • Async set-or-reset flop fraction in the synthesized netlist: 99.9%
  • Area figure in the yosys stat output: roughly 360000 µm²
  • Cell count in the Yosys report: roughly 27k
  • Primary FF master, synth: dfrtp_1

Die
  • Total I/O pin count: about 85
  • Horizontal die dimension: 949 µm
  • Starting density of the core: between 40% and 50%
  • Placement row count: ~350
  • Die Span Y: 949 µm

Global route
  • Largest net degree at the start of global routing: between 100 and 150
cell families after synthesis:
| logic type | share of synthesized area [%] |
|---|---|
| compound gates | 8.43 |
| buf+inv | 3.09 |
| flops | 57.2 |
| mux | 25.7 |
| simple gates | 5.63 |
cells in the mapped netlist (all sizes together), types with 12 or more instances:
| cell type | instances |
|---|---|
| o2111ai | 19 |
| a22oi | 2484 |
| nand3 | 1176 |
| dfrtp | 8192 |
| nor2 | 512 |
| nor3 | 85 |
| a22o | 239 |
| o22ai | 291 |
| o221ai | 14 |
| o22a | 59 |
| a221oi | 77 |
| a222oi | 253 |
| nand2 | 318 |
| nor4 | 238 |
| and4 | 35 |
| nor4b | 17 |
| or4 | 107 |
| o21ai | 45 |
| nand4 | 471 |
| o211ai | 51 |
| and4b | 12 |
| and3 | 658 |
| a21oi | 112 |
| a31oi | 25 |
| buf | 749 |
| clkbuf | 2071 |
| mux2 | 8192 |
| a2111oi | 216 |
| nand4bb | 12 |
metrics by stage:
stage	TNS, ns	total power, mW	worst slack (ns)
after floorplan	-	62.8	-109.42
after global placement	-26.35	67.6	-2.91
after detailed placement	-16.67	67.8	-1.13
after CTS	-0.116	124	-0.0704
timing repair:
action | in CTS
resized | 439
hold buffers | 0
cloned | 17
setup endpoints to repair | 32
pin swaps | 148
setup buffers | 311
Power and IR drop assume default switching activity.
