`design/flow/run.sh`:
```
#!/bin/bash
# OpenROAD 26Q1-2900-gdf79404cd8, Yosys 0.63+post, stock flow scripts
make -C /OpenROAD-flow-scripts/flow DESIGN_CONFIG=/design/flow/config.mk WORK_HOME=/design/flow/orfs finish
```
`design/flow/config.mk`:
```
export PLATFORM = sky130hd
export DESIGN_NAME = ram
export DESIGN_NICKNAME = ram
export VERILOG_FILES = /design/flow/design.v
export SDC_FILE = /design/flow/constraint.sdc
export NUM_CORES = 4
export LEC_CHECK = 1
export CORE_UTILIZATION = 50
```
`design/flow/constraint.sdc`:
```
current_design ram

set clk_period 7.0
set clk_io_pct 0.2

create_clock -name clk0 -period $clk_period [get_ports {clk_i}]

set non_clock_inputs [all_inputs -no_clocks]
set_input_delay [expr $clk_period * $clk_io_pct] -clock clk0 $non_clock_inputs
set_output_delay [expr $clk_period * $clk_io_pct] -clock clk0 [all_outputs]
```
`design/flow/design.v`:
```
module ram(
    input                   clk_i,
    input                   rst_i,
    input                   wr_en_i,
    input                   rd_en_i,
    input [7:0]             addr_i,
    inout [31:0]            data_io
);
    reg [31:0]       bram[255:0];    
    integer          i;   
    reg [31:0]       data;
always @(posedge clk_i or posedge rst_i)
    begin
       if (rst_i)   
         begin
           for(i=0;i<=255;i=i+1)  
           bram[i] <= 32'b0;
         end
       else if (wr_en_i) begin
           bram[addr_i] <= data_io;
       end
       else if (rd_en_i) begin
           data <= bram[addr_i]; 
       end
       else begin
           data <= 32'bz;       
       end
    end
    assign data_io = rd_en_i? data : 32'bz;  
endmodule
```
==> metrics.cfg <==
[status]
status=did not finish
lastStage=4_1_cts
error=[error] [KeplerFormal.cpp:679] Workflow failed: Iso has multiple drivers: .data_io31, place3549.X0

[cts]
clockBufferDepth=4
cts-resized-gates=0
numCtsBuffers=859
clockRootBuffer=clkbuf_16
hold_buffers=0
clock_sinks=8224
ctsHtreeMaxLevel=6
cts_setup_buffers=0

[logic_synthesis]
numSynthFlops=8224
syn-cell-area_mm2=0.360
ys.flop_type=dfrtp_1
synth_warnings=4
yosysTopAreaCellShare=0.569
ys_cells=26800
synthArstFlopShare=0.996
ys_chip_area_mm2=0.360
seq_area_frac_synth=0.572
syn-instance-count=26800
edf_count=32
synth_cell_types=73
yosysTopAreaCell=dfrtp_1
syn_area_per_cell_um2=13.5
area_leaders=dfrtp_1, mux2_2, a22oi_1

[placed_design]
dp_hpwl_mm=895
placed_cells=34800
place_ws_ps=470
port_buffers=10
gp_congestion=1.07

[floorplanning]
die_y_um=851
fp-utilization=0.502
die_w_um=851
pin_count=44
rows=311

synth_stat cells, types with 304 or more instances:
master and instances:
buf_2 451, mux2_2 8141, a22oi_1 2516, dfrtp_1 8192
o22ai_1 406, a21oi_1 304, nand3_1 791, clkbuf_1 1775
and3_1 491, buf_1 664, a22o_1 312, a32oi_1 321
nand2_1 431, nand4_1 409
stage by stage:
step,cell area [um2],power [mW]
after detailed placement,376000,58.1
after global placement,376000,58.4
after floorplan,360000,55.8
kinds of logic after synthesis:
family | synth area share
flip-flops | 0.572
XOR/XNOR | 0.0000486
AND/OR/NAND/NOR | 0.0445
buffers and inverters | 0.0327
AND-OR/OR-AND | 0.0943
multiplexers | 0.257
Power and IR drop assume default switching activity.
